$ cat flow/run.sh
#!/bin/bash
# OpenROAD 26Q1-2900-gdf79404cd8, Yosys 0.63+post, stock flow scripts
make -C /OpenROAD-flow-scripts/flow DESIGN_CONFIG=/design/flow/config.mk WORK_HOME=/design/flow/orfs finish
$ cat flow/config.mk
export PLATFORM = sky130hd
export DESIGN_NAME = decade_counter
export DESIGN_NICKNAME = decade_counter
export VERILOG_FILES = /design/flow/design.v
export SDC_FILE = /design/flow/constraint.sdc
export NUM_CORES = 4
export LEC_CHECK = 1
export CORE_AREA = 10 10 70 70
export DIE_AREA = 0 0 80 80
$ cat flow/constraint.sdc
current_design decade_counter

set clk_period 1.1
set clk_io_pct 0.2

create_clock -name clk0 -period $clk_period [get_ports {clk}]

set non_clock_inputs [all_inputs -no_clocks]
set_input_delay [expr $clk_period * $clk_io_pct] -clock clk0 $non_clock_inputs
set_output_delay [expr $clk_period * $clk_io_pct] -clock clk0 [all_outputs]
$ cat flow/design.v
`timescale 1ns / 1ps
module decade_counter(count,clk,clr);
  input clk;
  input clr;
  output reg [3:0]count;
  always@(posedge clk or posedge clr)
    begin
      if(clr==1'b1)
        begin
          count<=4'b0000;
        end
      else if(count==4'b1001)
        begin
          count<=4'b0000;
        end
      else 
        begin
          count<=count+1;
        end
    end
endmodule
==> out/qor.txt <==
RSZ-0062 raised after global routing = false
Post-synth top cells = dfrtp_1, inv_1, o21ai_1
Root Buffer = clkbuf_4
Bufs and invs on worst path = 1
Multiplexer share = 0.05926
#FFs+latches synth = 4
Initial DRT Pass Iterations = 3
Port Buffers = 5
CP arrival = 850 ps
first-pass GRT wire length = 786 µm
Warnings, synthesis = 1
Main synth FF type = dfrtp_1
largest net degree at the start of global routing = 7
Mapped Area = 168.9 µm²
wire per inst = 6.547 µm
Setup violations, final = 0
Top Family by Delay on Critical Path = flip-flops
fin crit period = 1067 ps
Worst path max stage delay = 370 ps
Fin. Hold Viols = 0
vias in the first global route = 183
CP Max Fanout = 2
Internal Power = 273.4 µW
met1 Use GR = 0.01804
Net Switching = 65.22 µW
TritonCTS Buffers = 3
area leader, netlist = dfrtp_1
Top-area cell share = 0.5926
Mapped Cells = 16
# rows = 21
H-tree levels = 1
CTS tree = done
Worst Setup SP = count[2]$_DFF_PP0_
OpenROAD warning count = 25
number of hold buffers added after cts = 0
Die Footprint = 6400 µm²
total gr overflow = 0
Leak = 0.0001488 µW
yosys stat cell total = 16
GP Congestion = 0.7043
Max-slew headroom = 0.8803
top cells, area = dfrtp_1, inv_1, mux2i_1, o21ai_1, a22o_1
Die Ht = 80 µm
Peak VDD IR = 0.1498 mV
Async S/R FF share, synth = 1.000
Post-Layout Cell Count = 75
DR vias/cell = 2.080
Worst setup SP type = register
Tcrit/Tclk final = 0.9699
crit path capture type = primary output
final number of max-transition violations = 0
flip-flops with a built-in enable = 0
total power = 338.7 µW
worst setup path class = register to primary output
placed cells = 70
Top Usage Layer GRT = met3
Adder Area Share = 0
IO Pins = 6
GRT Overall Usage = 0.01717
vias = 156
CP max-delay cell = dfrtp_1
GRT met3 Usage = 0.02500
mean post-synth cell area = 10.56 µm²
antenna cell count = 0
Final TNS setup = 0 ps
status = finished clean
Max Buffers Root-to-Sink = 2
Clock power frac = 0.544
antenna-violating nets left = 0
Pre-Place Util = 0.04945
DRC Markers = 0
YS chip area = 168.9 µm²
Worst-Margin Slew = 174.6 ps
Synth Seq Share = 0.5926
largest registers = count: 4 flops
area grow syn2layout = 98.52%
Clock Skew = 7.545 ps
dpl hpwl = 369.1 µm
r2r startpoint = count[2]$_DFF_PP0_
antenna violations before repair = 0
Largest Register = count
Sw Ratio = 0.1926
DRT iter0 DRCs = 1
max reg flops = 4
max cap viols = 0
clk latency late pin = 240 ps
Logic pwr share = 0.019
CORE AREA = 3416 µm²
top comb family, area = AND-OR/OR-AND gates
GRT met2 Usage = 0.01846
Flop pwr share = 0.437
XOR/XNOR Area Share = 0.05185
worst path cell trace = dlygate4sd2_1
placed cell areas = 299.0 µm²
Post-Route WL = 491 µm
worst reg-to-reg setup slack = 50 ps
share of cells above drive strength 1 = 0.2759
die width = 80 µm
Max Freq = 0.9373 GHz
Worst Path Required = 880 ps
Hold Crit Class = input pin to async pin
Clock transition at path regs = 40 ps
design area = 335.3 µm²
CTS sink count = 4
Unique cell types = 9
Power per Cell Area = 1010 nW/µm²
simple-gate share of the synthesized area = 0.06667
AO/OA Area Share = 0.1407
==> cells in the final DEF, fill, tap and decap left out <==
cell type	n
dfrtp_1	4
mux2i_1	1
a22o_1	1
o21ai_0	1
nand3b_1	1
xnor2_1	1
clkbuf_4	3
o21ai_1	2
clkdlybuf4s50_1	1
inv_1	4
buf_4	5
dlygate4sd2_1	1
clkdlybuf4s15_1	3
nand2_1	1
==> worst paths after layout <==
kind,endpoint,cells past startpoint
worst min-delay path,count[3]$_DFF_PP0_,2
worst max register to register,count[3]$_DFF_PP0_,5
worst max-delay path,count[2],1
worst min register to register,count[0]$_DFF_PP0_,2
max in group asynchronous,count[2]$_DFF_PP0_,2
min in group clk0,count[0]$_DFF_PP0_,2
==> kinds of logic after synthesis <==
logic type,count (synthesis)
XOR/XNOR,1
AND/OR/NAND/NOR,2
AND-OR/OR-AND,4
multiplexers,1
flip-flops,4
buffers and inverters,4
==> per-layer routing <==
metal	wire length, µm	share of wire
met3	125	0.25
met2	150	0.31
met1	215	0.44
met4	0	0
met5	0	0
==> through the flow <==
step	worst slack (ps)	utilization	hold slack (ps)
2_1_floorplan	232.1	-	-13.92
3_3_place_gp	4.042	0.08755	454.7
3_5_place_dp	-26.59	0.08755	442.1
4_1_cts	16.23	0.09707	184.3
5_1_grt	6.777	0.09817	193.2
6_report	33.07	0.09817	176.4
==> cell type report <==
class / instances / area, µm²
clock buffers: 3 / 22.52
inverters: 4 / 15.01
repair buffers: 10 / 86.33
fillers: 404 / 3080
well taps: 46 / 57.56
multi-input cells: 8 / 53.80
flip-flops and latches: 4 / 100.1
==> power by group through the flow <==
stage | clock network [µW] | registers [µW] | logic [µW]
6_report | 184 | 148 | 6.58
4_1_cts | 193 | 148 | 7.00
5_1_grt | 201 | 148 | 7.39
==> repair_timing <==
item,CTS,global route
endpoints found under the hold margin,0,0
endpoints found under the setup margin,4,3
buffers inserted,2,0
gates resized,4,3
No activity file was given, so power comes from the tool's default toggle rates.
