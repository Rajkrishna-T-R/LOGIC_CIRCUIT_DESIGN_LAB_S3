`./config.mk`:
```
export PLATFORM = sky130hd
export DESIGN_NAME = Ring_Johnson_counter_beh
export DESIGN_NICKNAME = Ring_Johnson_counter_beh
export VERILOG_FILES = /design/flow/design.v
export SDC_FILE = /design/flow/constraint.sdc
export NUM_CORES = 4
export LEC_CHECK = 1
export CORE_AREA = 10 10 70 70
export DIE_AREA = 0 0 80 80
```
`./constraint.sdc`:
```
current_design Ring_Johnson_counter_beh

set clk_period 1.2
set clk_io_pct 0.2

create_clock -name clk0 -period $clk_period [get_ports {clk}]

set non_clock_inputs [all_inputs -no_clocks]
set_input_delay [expr $clk_period * $clk_io_pct] -clock clk0 $non_clock_inputs
set_output_delay [expr $clk_period * $clk_io_pct] -clock clk0 [all_outputs]
```
`./design.v`:
```
module Ring_Johnson_counter_beh(
                input clk,
                input clr,
                input preset,
                output reg [3:0] QR,  
                output reg [3:0] QTR  
    );
    always@(posedge clk)
        begin
            if(preset==1'b1)
                begin
                    QR[0]<=1'b1;
                    QR[3:1]<=QR[2:0];
                     QTR[0] <=1'b1;
                     QTR[3:1] <= QTR[2:0];  
                end
            else if(clr==1'b1)
                begin
                    QR<=4'b0000;
                    QTR<=4'b0000; 
                end
            else 
                begin
                    QR  <=  {QR[2:0],QR[3]};
                    QTR <=  {QTR[2:0],~QTR[3]};
                end
       end          
endmodule
```
`./run.sh`:
```
#!/bin/bash
# OpenROAD 26Q1-2900-gdf79404cd8, Yosys 0.63+post, stock flow scripts
make -C /OpenROAD-flow-scripts/flow DESIGN_CONFIG=/design/flow/config.mk WORK_HOME=/design/flow/orfs finish
```
==> impl_metrics.toml <==
# flow metrics
[run_status]
status = "finished, final reports clean"

[final_layout]
fillers = 403
layout_top_cell = "dlygate4sd2_1"
fin_area_sq_um = 410.4
final_cell_mix = "dlygate4sd2_1, dfxtp_2, and2_1, clkbuf_4"
area_growth_pct = 76.34
drive_above_1_share_pct = 35.48

[worst_setup_path]
crit_chain = "dlygate4sd2_1"
worstPathRequired_ps = 960
max_stage_delay_ps = 310
startpoint_type = "flop"
path_delay_family = "flip-flops"
crit_path_max_fanout = 2
end_kind = "output port"
cp.arrival_ps = 790
crit_buf_inv = 1
crit_path_top_delay_cell = "dfxtp_2"
critPathKind = "flop to output port"

[final_timing]
finalWorstSetupSlack_ps = 165.5
finalCritPeriodShare_pct = 86.21
setup_viol = 0
clock_skew_ps = 0.1392
hold_ws_ps = 441.1
finalMaxSlewViolations = 0
tightestPinTransition_ps = 167.8
period_needed_ps = 1034
fmax_ghz = 0.9667
tns_ps = 0
rsz0062_at_grt = "no"
hold_viol = 0
relSlewSlack_pct = 88.78

[clocking]
numCtsBuffers = 3
cts_tree = "done"
cts.sinks = 8
cts_hold_buf = 0
h-tree-depth = 1
clock_latency_ps = 240
clk_pin_slew_worst_paths_ps = 50
cts_buffer_depth = 2
clock-root-buffer = "clkbuf_4"

[grt]
grt_max_degree = 7
globalRouteOverflowTotal = 0
antenna_found_initial = 0
grtUsageTotal_pct = 2.089
grt_pass1_wl_microns = 1076
grt_pass1_vias = 204

[power_and_ir_drop]
finalPower_uw = 553.8
p_leak_nw = 0.1758
p_sw_share_pct = 19.00
seq_power_share_pct = 54.8
p_per_area_nw_per_um2 = 1350
power.internal_uw = 448.6
clkPwrFrac_pct = 34.9
vdd_drop_max_mv = 0.1622
netSwitchingPower_uw = 105.2
p_comb_share_pct = 10.3

[die]
die_w_microns = 80
fp_util_pct = 6.813
die_area_sq_um = 6400
row_count = 21
die_h_microns = 80
io_pins = 11
core_area_sq_um = 3416

[flow_run]
drv_cap = 0
warning_count = 25

[detailed_routing]
antenna_cells_inserted = 0
viasPerCell = 2.143
totalWireLength_microns = 633
first_iter_violations = 15
num_vias = 165
drc = 0
drtPass1Iterations = 2
final_antenna_net_count = 0
wl_per_cell_microns = 8.221

[yosys]
ys.flops = 8
avgSynthCellArea_sq_um = 12.93
ys_cells = 18
top_area_cell = "dfxtp_1"
yosys-top-cells-area = "dfxtp_1, and2_1, nand2b_4"
ys_chip_area_sq_um = 232.7
synthCells = 18
top_area_share_pct = 68.82
synth.distinct_cells = 7
synth_warnings = 1
ys_seq_share_pct = 68.82
synth_area_sq_um = 232.7

[placement]
pre_cts_ws_ps = 45.77
place_area_sq_um = 390.4
numPortBuffers = 10
dp_hpwl_microns = 520.2
place.gp.congestion = 0.7339

[worst_hold_path]
min_path_type = "flop to flop"
## metrics by stage
step	std cells	utilization, %
global placement	74	11.43
global route	77	12.01
CTS	77	12.01
floorplan	18	-
detailed placement	74	11.43
finish	77	12.01
## worst paths after layout
path	start	slack, ps	endpoint	cells after the start
worst max-delay path	QR[0]	170	QR[0]	1
worst min-delay path	QTR[3]	440	QTR[0]	1
worst max register to register	QR[3]	620	QR[0]	1
worst min register to register	QTR[3]	440	QTR[0]	1
## kinds of logic after synthesis
family	after synthesis	share of synthesized area, %
buf+inv	1	1.611
simple gates	7	23.12
compound gates	2	6.454
flops	8	68.82
## routing by layer
| metal | up-vias | part of all wire, % | GRT usage [%] | wire length (microns) |
|---|---|---|---|---|
| met5 | - | 0 | 0 | 0 |
| met4 | 0 | 3.0 | 1.232 | 19 |
| met3 | 2 | 0.16 | 0.2273 | 1 |
| met2 | 4 | 62 | 3.852 | 393 |
| met1 | 78 | 34 | 2.209 | 218 |
| li1 | 81 | - | - | - |
## layout make-up
class / instances / area [sq um] / area share (%)
clock buffer: 3 / 22.52 / 5.488
multi-input combinational: 9 / 68.82 / 16.77
timing repair buffer: 10 / 90.09 / 21.95
tap: 46 / 57.56 / 14.02
sequential: 8 / 167.7 / 40.85
inverter: 1 / 3.754 / 0.9146
## power by group through the flow
| stage | clock (mW) | combinational, mW | sequential (mW) |
|---|---|---|---|
| 4_1_cts | 0.208 | 0.0605 | 0.304 |
| 5_1_grt | 0.219 | 0.0642 | 0.308 |
| 6_report | 0.193 | 0.0570 | 0.304 |
## flip-flops by register name, indices dropped and copies added, names as in the netlist
name,cells
QTR,4
QR,4
## Yosys cell counts
cell,n
a21o_1,1
and2_1,5
and2_4,1
dfxtp_1,8
inv_1,1
nand2b_4,1
o21bai_1,1
## timing repair
| item | 4_1_cts | 5_1_grt |
|---|---|---|
| gates resized | 14 | 0 |
| buffers inserted | 0 | 0 |
| setup endpoints to repair | 8 | 0 |
No activity file was given, so power comes from the tool's default toggle rates.
